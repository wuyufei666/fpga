File: /design/flow/design.v
module CP0(
	input wire clk,		
	input wire rst,		
	input wire cp0we,	
	input wire[4:0] cp0Addr,	
	input wire[31:0] cp0wData,	
	output reg[31:0] cp0rData,	
	input wire[5:0] intr,		
	output reg intimer,			
	input wire[31:0] excptype,
	input wire[31:0] pc,		
	output wire[31:0] cause,	
	output wire[31:0] status	
);
	reg[31:0] Count;
	reg[31:0] Compare;
	reg[31:0] Status;
	reg[31:0] Cause;
	reg[31:0] Epc;
	assign cause = Cause;
	assign status = Status;
	always@(*)
		Cause[15:10]= intr;   
	always@(posedge clk)
		if(rst == 1'b1)
			begin
				Count= 0;
				Compare = 0;
				Status= 32'h10000000;
				Cause = 32'h0000_0000;
				Epc = 0;
				intimer = 1'b0;
			end
		else
			begin
				Count = Count + 1;
				if(Compare != 0 && Count == Compare)
					intimer = 1'b1;
				if(cp0we == 1'b1)
					case(cp0Addr)
						5'd9:
							Count = cp0wData;
						5'd11:
							begin
								Compare = cp0wData;
								intimer = 1'b0;
							end
						5'd12:
							Status = cp0wData;
						5'd14:
							Epc = cp0wData;
						5'd13:
							begin
								Cause[9:8]=cp0wData[9:8];       
								Cause[23:22]= cp0wData[23:22];
							end
						default: ;
					endcase
				case(excptype)
					32'h0000_0004:
						begin
							Epc = pc;
							Status[1]=1'b1;
							Cause[6:2]= 5'b00000;
						end
					32'h0000_0100:
						begin
							Epc = pc+ 4;
							Status[1]= 1'b1;
							Cause[6:2]= 5'b01000;
						end
					32'h0000_0200:
						Status[1]=1'b0;
					default : ;
				endcase
			end
	always@(*)
		if(rst==1'b1)
			cp0rData= 0;
		else
			case(cp0Addr)
				5'd9:
					cp0rData = Count ;
				5'd11:
					cp0rData = Compare;
				5'd12:
					cp0rData = Status;
				5'd14:
					cp0rData = Epc;
				5'd13:
					cp0rData= Cause;
				default:
					cp0rData= 0;
			endcase
endmodule
File: /design/flow/run.sh
#!/bin/bash
# OpenROAD 26Q1-2900-gdf79404cd8, Yosys 0.63+post, stock flow scripts
make -C /OpenROAD-flow-scripts/flow DESIGN_CONFIG=/design/flow/config.mk WORK_HOME=/design/flow/orfs finish
File: /design/flow/config.mk
export PLATFORM = sky130hd
export DESIGN_NAME = CP0
export DESIGN_NICKNAME = CP0
export VERILOG_FILES = /design/flow/design.v
export SDC_FILE = /design/flow/constraint.sdc
export NUM_CORES = 4
export LEC_CHECK = 1
export CORE_UTILIZATION = 40
File: /design/flow/constraint.sdc
current_design CP0

set clk_period 9.2
set clk_io_pct 0.2

create_clock -name clk0 -period $clk_period [get_ports {clk}]

set non_clock_inputs [all_inputs -no_clocks]
set_input_delay [expr $clk_period * $clk_io_pct] -clock clk0 $non_clock_inputs
set_output_delay [expr $clk_period * $clk_io_pct] -clock clk0 [all_outputs]
==> job_summary.md <==
## Implementation flow summary

| Metric | Value |
|---|---|
| Outcome | `aborted with a tool error` |
| Fail Step | `synthesis (1_2_yosys)` |
| Log Error | `ERROR: Found 6 problems in 'check -assert'.` |
| Main flop type | `dfxtp_1` |
| Yosys Chip Area | `8371 µm²` |
| Ys async rst share | `0%` |
| Post-synth mux share | `4.858%` |
| Synth Seq Share | `32.05%` |
| #FFs+latches synth | `around 130` |
| Post-synth top area cell | `dfxtp_1` |
| And+or+nand+nor area frac | `27.98%` |
| Yosys cell count | `1,140` |
| Post-Synth XOR/XNOR Area | `6.099%` |
| Main logic family | `simple AND/OR/NAND/NOR gates` |
| Yosys aoi share | `21.36%` |
| Synth Area in Adders | `0.2990%` |
| Yosys Warn Count | `1` |
| Yosys cell types | `~65` |
| Count leader, synth | `nand2_1` |
| Cell area leaders | `dfxtp_1, nand2_1, nor2_1` |
| Max-area cell share | `between 30% and 40%` |
| Top cells by count | `nand2_1, nor2_1, dfxtp_1, a21oi_1, clkbuf_1` |
| Post-synth EDFFs | `0` |
## cell families after synthesis
family	after synthesis
mux	40
other cells	1
compound gates	274
xor+xnor	55
flops	134
fa+ha+maj	2
buf+inv	127
simple gates	507
