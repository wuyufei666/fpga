--- run.sh ---
#!/bin/bash
# OpenROAD 26Q1-2900-gdf79404cd8, Yosys 0.63+post, stock flow scripts
make -C /OpenROAD-flow-scripts/flow DESIGN_CONFIG=/design/flow/config.mk WORK_HOME=/design/flow/orfs finish
--- config.mk ---
export PLATFORM = sky130hd
export DESIGN_NAME = RegFile
export DESIGN_NICKNAME = RegFile
export VERILOG_FILES = /design/flow/design.v
export SDC_FILE = /design/flow/constraint.sdc
export NUM_CORES = 4
export LEC_CHECK = 1
export CORE_UTILIZATION = 40
--- constraint.sdc ---
current_design RegFile

set clk_period 6.7
set clk_io_pct 0.2

create_clock -name clk0 -period $clk_period [get_ports {clk}]

set non_clock_inputs [all_inputs -no_clocks]
set_input_delay [expr $clk_period * $clk_io_pct] -clock clk0 $non_clock_inputs
set_output_delay [expr $clk_period * $clk_io_pct] -clock clk0 [all_outputs]
--- design.v ---
module RegFile(
    input wire clk,
    input wire rst,
    input wire we,
    input wire [4:0] waddr,
    input wire [31:0] wdata,
    input wire regaRead,
    input wire regbRead,
    input wire [4:0] regaAddr,
    input wire [4:0] regbAddr,
    output reg [31:0] regaData,
    output reg [31:0] regbData
);
    reg [31:0] reg32 [31 : 0];    
    always@(*)
        if(rst == 1'b1)
            regaData = 0;
        else if(regaAddr == 0)
            regaData = 0;
        else
            regaData = reg32[regaAddr];
	always@(*)
        if(rst == 1'b1)
            regbData = 0;
        else if(regbAddr == 0)
            regbData = 0;
        else
            regbData = reg32[regbAddr];
    always@(posedge clk)
        if(rst != 1'b1)
            if((we == 1'b1) && (waddr != 0))
                reg32[waddr] = wdata;
        else ;          
endmodule
==> results.yml <==
# physical design summary
outcome:
  status: "finished clean"
cts:
  clkSinkCount: 1024
  cts_tree: "built"
  cts_resized: 0
  post-cts-setup-buffers: 0
  clk_pin_slew_ns: 0.06
  cts_root_buf: "clkbuf_16"
  clk_path_buf_depth: 3
  h-tree-depth: 3
  cts_made_buffers: 105
  hold_buffers: 0
route:
  wirelength_mm: 137
  highest_layer: "met5"
  routed-via-count: 24900
  wl_met1_mm: 41.6
  avgViaCountPerCell: 6.22
  first_iter_violations: 1551
  first_pass_iters: 5
  dr_wl_met3_mm: 27.8
  met2_length_mm: 62.8
  routedWlPerCell_um: 34.2
  ant_nets: 0
  drc_errors: 0
placed_design:
  gp_congestion: 0.826
  hpwl_mm: 79.1
  placed_cell_area_mm2: 0.0509
  dp_worst_setup_slack_ns: 0.719
  io_buffers: 113
cells_and_area:
  most-common-layout-cells: "edfxtp_1, mux4_2, mux2i_1, clkbuf_16, clkdlybuf4s50_1"
  layout.cells.most_common: "edfxtp_1"
  final_util: 0.464
  finalInstanceArea_mm2: 0.0541
  layout-drive-gt1-share: 0.326
  area_growth_syn_to_layout_pct: 14.5
  largest_register_ffs: 1024
power_and_ir_drop:
  leakagePower_nw: 17.2
  power_density_mw_per_mm2: 256
  peakVddDrop_mv: 0.213
setup_path:
  startpoint_type: "input pin"
  cp_data_arrival_time_ns: 4.73
  crit_path_max_fanout: 17
  crit_path_end: "regaData[21]"
  slowest_delay_ns: 1.27
  required_ns: 5.36
  crit_buf_inv: 3
  crit_top_cell: "clkdlybuf4s50_1"
  path_cells: "clkdlybuf4s50_1 -> or4_2 -> buf_4 -> o22a_1 -> o221ai_1 -> clkdlybuf4s50_1"
  cp-end-kind: "output pin"
  critPathKind: "in2out"
  crit_slowest_cell: "or4_2"
  crit_path_start: "regaAddr[3]"
  critPathTopFamily: "buffers and inverters"
  cp_num_cells: 6
global_routing:
  grt_max_degree: 77
  grt_pass1_wl_mm: 197
  track_usage: 0.256
  antenna_found_initial: 7
  gr-total-overflow: 0
  grt_pass1_vias: 28500
final_timing:
  relSlewSlack: 0.309
  setup_tns_ns: 0
  rsz0062_at_grt: "false"
  setup_ws_ns: 0.628
  drv_slew: 0
  hold_violations: 0
  finalCritPeriodShare: 0.906
  max_clock_freq_mhz: 165
  tightestPinTransition_ns: 1.03
  fin_crit_ns: 6.07
  setup_viol: 0
yosys:
  synthCells: 2197
  ys_types: 35
  ys_top_cells_by_area: "edfxtp_1, mux4_2, mux2i_1"
  yosys.area.top_type: "edfxtp_1"
  synth_area_mm2: 0.0473
  yosysSeqAreaShare: 0.650
  avgSynthCellArea_um2: 21.5
  top_cell_area_share: 0.650
  ys_cells: 2197
  yosys_area_mm2: 0.0473
  ys_ff: 1024
  synth_warnings: 1
floorplanning:
  fp-row-count: 125
  io_pins: 116
  die_x_um: 346
  die.size.y_um: 346
  dieArea_mm2: 0.120
  coreArea_mm2: 0.117
  fp_util: 0.405
min_path:
  min_from: "wdata[18]"
  hp-class: "in2reg"
flow_run:
  tool_warnings: 28
  maxCapViolCount: 0
## report_power, final
part / total [mW] / switching, mW / internal [mW]
clock: 5.59 / 2.40 / 3.19
combinational: 1.16 / 0.622 / 0.534
sequential: 7.13 / 0.0233 / 7.11
total: 13.9 / 3.04 / 10.8
## cell families (layout without fill, tap and decap cells)
| logic type | Yosys count | count (layout) | share of synthesized area |
|---|---|---|---|
| other cells | 1 | 34 | 0.0000793 |
| buf+inv | 176 | 421 | 0.0185 |
| flops | 1024 | 1024 | 0.650 |
| mux | 761 | 761 | 0.293 |
| compound gates | 165 | 165 | 0.0302 |
| simple gates | 70 | 70 | 0.00802 |
## synthesized netlist by cell type
cell	n
a2111oi_2	7
a21o_1	7
a21oi_1	7
a22o_1	7
a22oi_1	14
a31oi_1	7
and2_1	1
and3b_1	1
buf_1	17
buf_2	68
buf_4	26
buf_6	4
clkbuf_1	61
conb_1	1
edfxtp_1	1024
mux2i_1	263
mux4_2	498
nand2_1	4
nand3_1	1
nand3b_1	6
nand4b_1	1
nand4bb_1	1
nor2_1	35
nor2b_1	9
nor3_1	2
nor3b_1	1
nor4b_2	1
nor4bb_1	1
o221ai_1	57
o22a_1	57
o31ai_2	1
o41ai_2	1
or3_1	1
or3b_2	4
or4_1	1
## layout make-up
cell class / instances / area (um^2)
repair buffers: 227 / 2190
clock buffers: 136 / 2790
fillers: 9451 / 62500
well taps: 1524 / 1910
diodes: 2 / 5.00
flip-flops and latches: 1024 / 30700
multi-input cells: 1028 / 16000
clock inverters: 58 / 463
## through the flow
stage / instances / total power [mW] / hold slack [ns]
floorplan: 2228 / 7.95 / 1.44
global placement: 3803 / 8.42 / 2.17
detailed placement: 3803 / 8.43 / 2.18
CTS: 3997 / 14.0 / 1.46
global route: 3999 / 14.3 / 1.50
finish: 3999 / 13.9 / 1.48
## how the worst min path moves through the flow
stage,endpoint,slack (ns),depth (start not counted)
final,reg32[28][18]$_DFFE_PP_,1.48,2
after global routing,reg32[4][0]$_DFFE_PP_,1.50,2
after CTS,reg32[4][0]$_DFFE_PP_,1.46,2
## metal layers
metal | global-route usage | vias to the layer above
met5 | 0.0192 | -
met4 | 0.0561 | 16
met3 | 0.229 | 245
met2 | 0.362 | 1912
met1 | 0.292 | 12600
li1 | - | 10100
Power is estimated from default activity; no workload was simulated.
